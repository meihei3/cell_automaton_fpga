==> ./design.v <==
module top (sys_clk, clrn, r, g, b, hsync, vsync, vga_sync_n, vga_blank_n, vga_clk);
input        sys_clk, clrn;
output [7:0] r, g, b;           
output       hsync, vsync;      
output       vga_sync_n, vga_blank_n;
output       vga_clk;
reg vga_clk = 1;
always @(negedge sys_clk) begin
    vga_clk <= ~vga_clk;
end
vga_controller vgac (.vga_clk(vga_clk), .clrn(clrn), .r(r), .g(g), .b(b), .hsync_out(hsync), .vsync_out(vsync),
                     .vga_sync_n(vga_sync_n), .vga_blank_n(vga_blank_n));
endmodule
module vga_controller(vga_clk, clrn, r, g, b, hsync_out, vsync_out, vga_sync_n, vga_blank_n, row_addr, col_addr);
parameter H_COUNTER_MAX = 10'd96 + 10'd48 + 10'd640 + 10'd16 - 10'd1;
parameter H_SYNC_TIME   = 10'd96                             - 10'd1;
parameter H_READ_MIN    = 10'd96 + 10'd48                    - 10'd2;
parameter H_READ_MAX    = 10'd96 + 10'd48 + 10'd640          - 10'd1;
parameter H_ADDR_OFFSET = 10'd96 + 10'd48                           ;
parameter V_COUNTER_MAX = 10'd2  + 10'd33 + 10'd480 + 10'd10 - 10'd1;
parameter V_SYNC_TIME   = 10'd2                              - 10'd1;
parameter V_READ_MIN    = 10'd2  + 10'd33                    - 10'd1;
parameter V_READ_MAX    = 10'd2  + 10'd33 + 10'd480          - 10'd1;
parameter V_ADDR_OFFSET = 10'd2  + 10'd33                           ;
input            vga_clk, clrn;
output reg [7:0] r, g, b;
output reg       hsync_out, vsync_out;
output reg       vga_sync_n, vga_blank_n;
output reg [8:0] row_addr;
output reg [9:0] col_addr;
reg  [9:0] h_count;
wire       hsync = (h_count > H_SYNC_TIME);
always @(posedge vga_clk or negedge clrn) begin
    if (!clrn) begin
        h_count <= 10'd0;
    end else if (h_count == H_COUNTER_MAX) begin
        h_count <= 10'd0;
    end else begin
        h_count <= h_count + 10'd1;
    end
end
reg  [9:0] v_count;
wire       vsync = (v_count > V_SYNC_TIME);
always @(posedge vga_clk or negedge clrn) begin
    if (!clrn) begin
        v_count <= 10'd0;
    end else if (h_count == H_COUNTER_MAX) begin
        if (v_count == V_COUNTER_MAX) begin
            v_count <= 10'd0;
        end else begin
            v_count <= v_count + 10'd1;
        end
    end
end
reg  rdn;
wire read = ((H_READ_MIN < h_count) && (h_count < H_READ_MAX)) && ((V_READ_MIN < v_count) && (v_count < V_READ_MAX));
wire [8:0] row = v_count - V_ADDR_OFFSET;
wire [9:0] col = h_count - H_ADDR_OFFSET;
always @(posedge vga_clk) begin
    rdn       <= ~read;
    r         <= 8'b0000_0000;
    g         <= 8'b0000_0000;
    b         <= rdn ? 8'b0 : 8'b1111_1111;
    hsync_out <= hsync;
    vsync_out <= vsync;
    row_addr  <= row;
    col_addr  <= col;
end
initial begin
    vga_sync_n = 0;
    vga_blank_n = 1;
end
endmodule  
==> ./run.sh <==
#!/bin/bash
# OpenROAD 26Q1-2900-gdf79404cd8, Yosys 0.63+post, stock flow scripts
make -C /OpenROAD-flow-scripts/flow DESIGN_CONFIG=/design/flow/config.mk WORK_HOME=/design/flow/orfs finish
==> ./config.mk <==
export PLATFORM = sky130hd
export DESIGN_NAME = top
export DESIGN_NICKNAME = top
export VERILOG_FILES = /design/flow/design.v
export SDC_FILE = /design/flow/constraint.sdc
export NUM_CORES = 4
export LEC_CHECK = 1
export CORE_AREA = 10 10 89 89
export DIE_AREA = 0 0 99 99
==> ./constraint.sdc <==
current_design top

set clk_period 1.7
set clk_io_pct 0.2

create_clock -name clk0 -period $clk_period [get_ports {sys_clk}]

set non_clock_inputs [all_inputs -no_clocks]
set_input_delay [expr $clk_period * $clk_io_pct] -clock clk0 $non_clock_inputs
set_output_delay [expr $clk_period * $clk_io_pct] -clock clk0 [all_outputs]
==> impl_metrics.toml <==
# synthesis and place-and-route metrics
[synth]
yosys.stat.chipArea_um2 = 1430
number_of_warnings_printed_during_yosys_synthesis = 2
common_cells = "25 x sky130_fd_sc_hd__buf_4, 20 x sky130_fd_sc_hd__dfrtp_1, 10 x sky130_fd_sc_hd__nor2_1"
synth_area_leader_cell = "sky130_fd_sc_hd__dfrtp_1"
synthFlopType = "sky130_fd_sc_hd__dfrtp_1"
synth_seq_share = 0.420
synth.avg_cell_area_um2 = 10.0
synth.most_common_cell = "sky130_fd_sc_hd__buf_4"
synth-edff-count = 0
ys_cells = 143
syn_area_um2 = 1430
post-synth-top-area-fraction = 0.350
netlist_instances = 143
post_synth_cell_types = 36
postSynth.asyncResetShare = 0.800
numSynthFlops = 25
yosys-top-cells-area = "sky130_fd_sc_hd__dfrtp_1 35%, sky130_fd_sc_hd__buf_4 13%, sky130_fd_sc_hd__dfxtp_1 7.0%"

[global_route]
gr-total-overflow = 0
via_count_of_the_first_global_routing_pass = 896
grt_antenna_before_repair = 0
global_route_wire_length_before_repair_mm = 4.28
grt.total_usage = 0.0487
largest_net_degree_at_the_start_of_global_routing = 26

[power_and_ir_drop]
power.share.clock = 0.179
ir_drop_worst_vdd_mv = 0.0986
sw_frac_of_total = 0.344
power.net_switching_uw = 16.0
totalPowerFinal_uw = 46.5
pwr_density_cell_nw_per_um2 = 30.7
proportion_of_power_drawn_by_flip_flops_and_latches = 0.498
intPower_uw = 30.5
power_leakage_nw = 0.679
power.share.combinational = 0.322

[worst_setup_path]
cp_data_required_time_ns = 1.36
timing.critical_path.fanout_max = 2
path_buffers = 1
timing.critical_path.slowest_stage_cell = "sky130_fd_sc_hd__dfxtp_2"
critical_path_class = "register to primary output"
cp_slowest_stage_delay_ns = 0.31
worstSetupEndpointType = "primary output"
crit_arrival_ns = 1.27
worst_setup_start_kind = "register"
worst_case_reg_to_reg_path_depth = 2
worst_setup_path_startpoint = "vga_clk"
timing.rr.start = "vga_clk"
timing.rr.end = "vga_clk"
setup.reg_to_reg.worst_slack_ns = 0.98
critical-path-top-delay-family = "flip-flops"
path_cells = "clkbuf_2"

[clock_tree]
clk_latency_ns = 0.03
cts.reportedPaths.clkPinSlew_ns = 0.03

[placement]
place.detailed.hpwl_mm = 1.90
place_worst_setup_slack_ns = -0.261
placement.io_buffers = 12
placed_cell_area_um2 = 1520
routabilityCongestion = 0.812

[min_path]
timing.hold.worst_path_depth = 2
hp-class = "register to register"
hold_path_startpoint = "vga_clk"
whs_endpoint = "vga_clk"

[status]
run_status = "complete, no violations"

[route]
antenna_violating_nets_post_route = 0
detailroute.via_count = 898
routed_via_density = 4.08
wirelength_mm = 2.38
first_pass_iters = 4
route.antenna.diode_count = 0
drtIter0Drc = 54
wl_per_cell_um = 10.8
drt_drc_violations_left = 0

[timing]
unclocked_pins = 24
count_of_endpoints_without_a_timing_constraint = 34
setup_total_negative_slack_ns = 0
drv_slew = 0
setup_violations = 0
rsz0062_at_grt = "no"
finalHoldViolCount = 0
slew_headroom = 0.557
fin_skew_ns = 0
max_slew.worst_pin.slew_ns = 0.659
postLayoutSetupSlackWorst_ns = 0.0868

[layout]
drive_above_1_share = 0.0621
core_util_final = 0.253
syn2layout_area_growth_pct = 5.95
layout.cell_area.non_filler_um2 = 1520

[die]
standard_cell_core_area_um2 = 5990
die-height_um = 99
die-width_um = 99
top_level_ports = 31
placement_rows = 28
floorplan.die_area_um2 = 9800
initCoreUtil = 0.239

[flow_run]
drv_cap = 0
openroad.warnings = 33
[layout by cell type, fill, tap and decap left out, types with 2 or more instances in the layout]
cell	count
sky130_fd_sc_hd__and3_1	3
sky130_fd_sc_hd__buf_4	2
sky130_fd_sc_hd__clkdlybuf4s50_1	11
sky130_fd_sc_hd__conb_1	18
sky130_fd_sc_hd__dfrtp_1	20
sky130_fd_sc_hd__dfxtp_1	4
sky130_fd_sc_hd__ha_1	6
sky130_fd_sc_hd__inv_1	5
sky130_fd_sc_hd__nand2_1	5
sky130_fd_sc_hd__nand3_1	8
sky130_fd_sc_hd__nand3b_1	2
sky130_fd_sc_hd__nand4_1	3
sky130_fd_sc_hd__nor2_1	10
sky130_fd_sc_hd__nor3_1	3
sky130_fd_sc_hd__nor4_1	2
sky130_fd_sc_hd__o21ai_0	4
sky130_fd_sc_hd__o31ai_1	3
sky130_fd_sc_hd__or3_1	3
sky130_fd_sc_hd__or4_1	4
sky130_fd_sc_hd__xnor2_1	5
sky130_fd_sc_hd__xor2_1	8
[how the worst max path moves through the flow]
stage	end	depth (start not counted)	slack [ns]
final	vga_clk	1	0.09
after global routing	vga_clk	1	0.06
after CTS	vga_clk	1	0.03
[area by class of cell]
class | count | area (um^2)
Fill cell | 627 | 4480
Multi-Input combinational cell | 101 | 671
Sequential cell | 25 | 602
Timing Repair Buffer | 14 | 130
Tap cell | 75 | 93.8
Inverter | 4 | 15.0
Clock inverter | 1 | 3.75
[through the flow]
step	std cells	hold slack [ns]
after global routing	220	0.645
after global placement	220	0.602
final	220	0.598
after floorplan	159	0.467
after detailed placement	220	0.607
after CTS	220	0.605
[logic make-up (layout without fill, tap and decap cells)]
kind of cell	count (synthesis)	in the layout	share of synthesized area
buffers and inverters	33	19	0.153
other	2	18	0.00525
flip-flops	25	25	0.420
XOR/XNOR	13	13	0.0796
AND-OR/OR-AND	13	13	0.0621
adder cells (fa/ha/maj)	6	6	0.0525
AND/OR/NAND/NOR	51	51	0.227
[timing repair]
action                                  CTS  global route
hold buffers                              0             0
endpoints found under the setup margin    1             1
setup buffers                             0             0
resized                                   2             1
[routing by layer]
metal,track usage,up-vias,share of wire
li1,-,458,-
met1,0.0716,414,0.51
met2,0.0767,24,0.42
met3,0.00775,2,0.058
met4,0.00331,0,0.0080
met5,0,-,0
[sequential cells by signal, indices dropped and copies added (netlist names)]
name	count
vga_clk	1
vgac.b	1
vgac.h_count	10
vgac.hsync_out	1
vgac.rdn	1
vgac.v_count	10
vgac.vsync_out	1
[power by group through the flow]
| stage | sequential (mW) | clock, mW | combinational (mW) |
|---|---|---|---|
| after CTS | 0.0234 | 0.00736 | 0.0177 |
| after global routing | 0.0232 | 0.00919 | 0.0197 |
| final | 0.0232 | 0.00834 | 0.0150 |
